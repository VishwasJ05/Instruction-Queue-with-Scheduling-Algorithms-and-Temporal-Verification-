[./design.v]
`timescale 1ns/1ps
module scheduler_resbind #(
    parameter ALU_COUNT = 1,
    parameter MUL_COUNT = 1,
    parameter DIV_COUNT = 1,
    parameter ALU_LAT = 2,
    parameter MUL_LAT = 3,
    parameter DIV_LAT = 4,
    parameter MAX_FU  = 4,
    parameter LAT_W   = 4
)(
    input clk,
    input reset,
    input sch_enable,
    input [15:0] raw_flat,
    input [3:0]  valid_bits,
    input [31:0] instr_flat,
    output [3:0] issue_onehot,
    output reg       valid_out,
    output reg [7:0] issued_instr,
    output reg [1:0] issued_fu_type,
    output reg [1:0] issued_fu_index,
    output reg [3:0] retire_onehot
);
    integer i;
    integer idx_issue;
    integer pick;
    wire [1:0] opcode [0:3];
    wire [1:0] dest   [0:3];
    assign opcode[0] = instr_flat[7:6];
    assign opcode[1] = instr_flat[15:14];
    assign opcode[2] = instr_flat[23:22];
    assign opcode[3] = instr_flat[31:30];
    assign dest[0] = instr_flat[1:0];
    assign dest[1] = instr_flat[9:8];
    assign dest[2] = instr_flat[17:16];
    assign dest[3] = instr_flat[25:24];
    reg [15:0] raw_dyn;
    reg raw_init;
    reg [3:0] issued_mask;
    reg [LAT_W-1:0] alu_busy [0:MAX_FU-1];
    reg [LAT_W-1:0] mul_busy [0:MAX_FU-1];
    reg [LAT_W-1:0] div_busy [0:MAX_FU-1];
    reg [LAT_W-1:0] nxt_alu_busy [0:MAX_FU-1];
    reg [LAT_W-1:0] nxt_mul_busy [0:MAX_FU-1];
    reg [LAT_W-1:0] nxt_div_busy [0:MAX_FU-1];
    reg [1:0] fu_idx_alu [0:MAX_FU-1];
    reg [1:0] fu_idx_mul [0:MAX_FU-1];
    reg [1:0] fu_idx_div [0:MAX_FU-1];
    wire [3:0] raw_mask [0:3];
    assign raw_mask[0] = { raw_dyn[12], raw_dyn[8],  raw_dyn[4],  raw_dyn[0] };
    assign raw_mask[1] = { raw_dyn[13], raw_dyn[9],  raw_dyn[5],  raw_dyn[1] };
    assign raw_mask[2] = { raw_dyn[14], raw_dyn[10], raw_dyn[6],  raw_dyn[2] };
    assign raw_mask[3] = { raw_dyn[15], raw_dyn[11], raw_dyn[7],  raw_dyn[3] };
    reg [3:0] ready_dep;
    reg [3:0] ready;
    reg [3:0] sel;
    reg [3:0] alu_free, mul_free, div_free;
    always @(*) begin
        ready_dep = 4'b0000;
        for (i=0;i<4;i=i+1) begin
            if (valid_bits[i] && !issued_mask[i] &&
                ((raw_mask[i] & valid_bits) == 0))
                ready_dep[i] = 1'b1;
        end
    end
    always @(*) begin
alu_free = 0;
mul_free = 0;
div_free = 0;
for (i = 0; i < MAX_FU; i = i + 1) begin
    if (i < ALU_COUNT && alu_busy[i] == 0)
        alu_free = alu_free + 1;
    if (i < MUL_COUNT && mul_busy[i] == 0)
        mul_free = mul_free + 1;
    if (i < DIV_COUNT && div_busy[i] == 0)
        div_free = div_free + 1;
end
        end
    always @(*) begin
        ready = 4'b0000;
        if (ready_dep[0] && alu_free > 0) ready[0] = 1'b1;
        if (ready_dep[1] && mul_free > 0) ready[1] = 1'b1;
        if (ready_dep[2] && alu_free > 0) ready[2] = 1'b1;
        if (ready_dep[3] && div_free > 0) ready[3] = 1'b1;
    end
    always @(*) begin
        if      (ready[0]) sel = 4'b0001;
        else if (ready[1]) sel = 4'b0010;
        else if (ready[2]) sel = 4'b0100;
        else if (ready[3]) sel = 4'b1000;
        else               sel = 4'b0000;
    end
    assign issue_onehot = sch_enable ? sel : 4'b0000;
    always @(posedge clk) begin
        if (reset) begin
            raw_dyn <= 0;
            raw_init <= 0;
            issued_mask <= 0;
            retire_onehot <= 0;
            for (i=0;i<MAX_FU;i=i+1) begin
                alu_busy[i] <= 0; mul_busy[i] <= 0; div_busy[i] <= 0;
                nxt_alu_busy[i] <= 0; nxt_mul_busy[i] <= 0; nxt_div_busy[i] <= 0;
                fu_idx_alu[i] <= 0; fu_idx_mul[i] <= 0; fu_idx_div[i] <= 0;
            end
        end
        else begin
            retire_onehot <= 0;
            if (!raw_init && sch_enable) begin
                raw_dyn <= raw_flat;
                raw_init <= 1;
            end
for (i=0;i<MAX_FU;i=i+1) begin
    nxt_alu_busy[i] = (alu_busy[i] > 0) ? alu_busy[i]-1 : 0;
    nxt_mul_busy[i] = (mul_busy[i] > 0) ? mul_busy[i]-1 : 0;
    nxt_div_busy[i] = (div_busy[i] > 0) ? div_busy[i]-1 : 0;
end
for (i=0;i<MAX_FU;i=i+1) begin
    if (i < ALU_COUNT && (nxt_alu_busy[i] == 0) && (alu_busy[i] != 0)) begin
        retire_onehot[ fu_idx_alu[i] ] <= 1'b1;
        raw_dyn[(fu_idx_alu[i]*4)+0] <= 0;
        raw_dyn[(fu_idx_alu[i]*4)+1] <= 0;
        raw_dyn[(fu_idx_alu[i]*4)+2] <= 0;
        raw_dyn[(fu_idx_alu[i]*4)+3] <= 0;
    end
    if (i < MUL_COUNT && (nxt_mul_busy[i] == 0) && (mul_busy[i] != 0)) begin
        retire_onehot[ fu_idx_mul[i] ] <= 1'b1;
        raw_dyn[(fu_idx_mul[i]*4)+0] <= 0;
        raw_dyn[(fu_idx_mul[i]*4)+1] <= 0;
        raw_dyn[(fu_idx_mul[i]*4)+2] <= 0;
        raw_dyn[(fu_idx_mul[i]*4)+3] <= 0;
    end
    if (i < DIV_COUNT && (nxt_div_busy[i] == 0) && (div_busy[i] != 0)) begin
        retire_onehot[ fu_idx_div[i] ] <= 1'b1;
        raw_dyn[(fu_idx_div[i]*4)+0] <= 0;
        raw_dyn[(fu_idx_div[i]*4)+1] <= 0;
        raw_dyn[(fu_idx_div[i]*4)+2] <= 0;
        raw_dyn[(fu_idx_div[i]*4)+3] <= 0;
    end
end
            if (sch_enable && sel != 4'b0000) begin
                if      (sel[0]) idx_issue = 0;
                else if (sel[1]) idx_issue = 1;
                else if (sel[2]) idx_issue = 2;
                else             idx_issue = 3;
                issued_mask[idx_issue] <= 1'b1;
                pick = -1;
                case (idx_issue)
                    0: begin
                        if (opcode[0] == 2'b10) begin
                            for (i=0;i<MUL_COUNT;i=i+1)
                                if (pick==-1 && nxt_mul_busy[i]==0) pick=i;
                            if (pick!=-1) begin
                                nxt_mul_busy[pick] = MUL_LAT;
                                fu_idx_mul[pick] <= 0;
                                issued_fu_type <= 2'b01;
                                issued_fu_index <= pick[1:0];
                            end
                        end
                        else if (opcode[0] == 2'b11) begin
                            for (i=0;i<DIV_COUNT;i=i+1)
                                if (pick==-1 && nxt_div_busy[i]==0) pick=i;
                            if (pick!=-1) begin
                                nxt_div_busy[pick] = DIV_LAT;
                                fu_idx_div[pick] <= 0;
                                issued_fu_type <= 2'b10;
                                issued_fu_index <= pick[1:0];
                            end
                        end
                        else begin
                            for (i=0;i<ALU_COUNT;i=i+1)
                                if (pick==-1 && nxt_alu_busy[i]==0) pick=i;
                            if (pick!=-1) begin
                                nxt_alu_busy[pick] = ALU_LAT;
                                fu_idx_alu[pick] <= 0;
                                issued_fu_type <= 2'b00;
                                issued_fu_index <= pick[1:0];
                            end
                        end
                    end
                    1: begin
                        if (opcode[1] == 2'b10) begin
                            for (i=0;i<MUL_COUNT;i=i+1)
                                if (pick==-1 && nxt_mul_busy[i]==0) pick=i;
                            if (pick!=-1) begin
                                nxt_mul_busy[pick] = MUL_LAT;
                                fu_idx_mul[pick] <= 1;
                                issued_fu_type <= 2'b01;
                                issued_fu_index <= pick[1:0];
                            end
                        end
                        else if (opcode[1] == 2'b11) begin
                            for (i=0;i<DIV_COUNT;i=i+1)
                                if (pick==-1 && nxt_div_busy[i]==0) pick=i;
                            if (pick!=-1) begin
                                nxt_div_busy[pick] = DIV_LAT;
                                fu_idx_div[pick] <= 1;
                                issued_fu_type <= 2'b10;
                                issued_fu_index <= pick[1:0];
                            end
                        end
                        else begin
                            for (i=0;i<ALU_COUNT;i=i+1)
                                if (pick==-1 && nxt_alu_busy[i]==0) pick=i;
                            if (pick!=-1) begin
                                nxt_alu_busy[pick] = ALU_LAT;
                                fu_idx_alu[pick] <= 1;
                                issued_fu_type <= 2'b00;
                                issued_fu_index <= pick[1:0];
                            end
                        end
                    end
                    2: begin
                        if (opcode[2] == 2'b10) begin
                            for (i=0;i<MUL_COUNT;i=i+1)
                                if (pick==-1 && nxt_mul_busy[i]==0) pick=i;
                            if (pick!=-1) begin
                                nxt_mul_busy[pick] = MUL_LAT;
                                fu_idx_mul[pick] <= 2;
                                issued_fu_type <= 2'b01;
                                issued_fu_index <= pick[1:0];
                            end
                        end
                        else if (opcode[2] == 2'b11) begin
                            for (i=0;i<DIV_COUNT;i=i+1)
                                if (pick==-1 && nxt_div_busy[i]==0) pick=i;
                            if (pick!=-1) begin
                                nxt_div_busy[pick] = DIV_LAT;
                                fu_idx_div[pick] <= 2;
                                issued_fu_type <= 2'b10;
                                issued_fu_index <= pick[1:0];
                            end
                        end
                        else begin
                            for (i=0;i<ALU_COUNT;i=i+1)
                                if (pick==-1 && nxt_alu_busy[i]==0) pick=i;
                            if (pick!=-1) begin
                                nxt_alu_busy[pick] = ALU_LAT;
                                fu_idx_alu[pick] <= 2;
                                issued_fu_type <= 2'b00;
                                issued_fu_index <= pick[1:0];
                            end
                        end
                    end
                    3: begin
                        if (opcode[3] == 2'b10) begin
                            for (i=0;i<MUL_COUNT;i=i+1)
                                if (pick==-1 && nxt_mul_busy[i]==0) pick=i;
                            if (pick!=-1) begin
                                nxt_mul_busy[pick] = MUL_LAT;
                                fu_idx_mul[pick] <= 3;
                                issued_fu_type <= 2'b01;
                                issued_fu_index <= pick[1:0];
                            end
                        end
                        else if (opcode[3] == 2'b11) begin
                            for (i=0;i<DIV_COUNT;i=i+1)
                                if (pick==-1 && nxt_div_busy[i]==0) pick=i;
                            if (pick!=-1) begin
                                nxt_div_busy[pick] = DIV_LAT;
                                fu_idx_div[pick] <= 3;
                                issued_fu_type <= 2'b10;
                                issued_fu_index <= pick[1:0];
                            end
                        end
                        else begin
                            for (i=0;i<ALU_COUNT;i=i+1)
                                if (pick==-1 && nxt_alu_busy[i]==0) pick=i;
                            if (pick!=-1) begin
                                nxt_alu_busy[pick] = ALU_LAT;
                                fu_idx_alu[pick] <= 3;
                                issued_fu_type <= 2'b00;
                                issued_fu_index <= pick[1:0];
                            end
                        end
                    end
                endcase
            end
            for (i=0;i<MAX_FU;i=i+1) begin
                alu_busy[i] <= nxt_alu_busy[i];
                mul_busy[i] <= nxt_mul_busy[i];
                div_busy[i] <= nxt_div_busy[i];
            end
        end
    end
    always @(posedge clk) begin
        if (reset) begin
            valid_out <= 0;
            issued_instr <= 0;
        end
        else begin
            valid_out <= (sch_enable && sel!=4'b0000);
            case(sel)
                4'b0001: issued_instr <= instr_flat[7:0];
                4'b0010: issued_instr <= instr_flat[15:8];
                4'b0100: issued_instr <= instr_flat[23:16];
                4'b1000: issued_instr <= instr_flat[31:24];
                default: issued_instr <= 0;
            endcase
        end
    end
endmodule
[./run.sh]
#!/bin/bash
# OpenROAD 26Q1-2900-gdf79404cd8, Yosys 0.63+post, stock flow scripts
make -C /OpenROAD-flow-scripts/flow DESIGN_CONFIG=/design/flow/config.mk WORK_HOME=/design/flow/orfs finish
[./config.mk]
export PLATFORM = sky130hd
export DESIGN_NAME = scheduler_resbind
export DESIGN_NICKNAME = scheduler_resbind
export VERILOG_FILES = /design/flow/design.v
export SDC_FILE = /design/flow/constraint.sdc
export NUM_CORES = 4
export LEC_CHECK = 1
export CORE_UTILIZATION = 40
[./constraint.sdc]
current_design scheduler_resbind

set clk_period 5.6
set clk_io_pct 0.2

create_clock -name clk0 -period $clk_period [get_ports {clk}]

set non_clock_inputs [all_inputs -no_clocks]
set_input_delay [expr $clk_period * $clk_io_pct] -clock clk0 $non_clock_inputs
set_output_delay [expr $clk_period * $clk_io_pct] -clock clk0 [all_outputs]
==> results.txt <==
status - complete, no violations
share of cells above drive strength 1 - 6.77%
1st-pass router iterations - 7
shortest period the worst path allows - 4.62 ns
DRT antenna net count - 0
CTS root buffer - clkbuf_8
Yosys warning count - 7
Slew Viols, Final - 0
FP Core Util - 41.5%
Placer Congestion - 0.975
Area Overhead vs Synth - 32.7%
Mapped Area - 2830 µm²
Adder-Cell Fraction of Synth Area - 2.65%
GRT Util Overall - 21.5%
Yosys Instances - 326
Main area contributors - dfxtp_1 (33%), edfxtp_1 (9.5%), nand2_1 (7.2%), a21oi_1 (5.1%), nor2_1 (4.0%)
post-CTS setup buffer count - 0
Yosys chip area - 2830 µm²
Cell Pwr Density - 409 nW/µm²
final worst-path cycle share - 82.5%
Die X - 86.2 µm
htree depth - 2
n_diodes - 0
global-route wire length before repair - 12,200 µm
vias in the first global route - 2,551
DR WL/cell - 15.2 µm
largest net degree at the start of global routing - 29
Worst slew margin - 54.4%
final wirelength - 7510 µm
crit start category - input port
Top non-seq family - simple AND/OR/NAND/NOR gates
yosys xor share - 0.309%
number of antenna violations at the first check in global routing - 0
Max clock buf depth - 2
Static Leak - 1.39 nW
CTS sink cnt - 55
1st-iter DRT viols - 260
core area - 6830 µm²
Simple-Gate Area Share - 27.7%
MaxCap Viol Count - 0
Synth Area in Compound Gates - 22.0%
syn_area_per_cell - 8.69 µm²
Crit Path Max Fanout - 13
Pwr Total - 1.54 mW
CTS tree - yes
RSZ-0062 raised after global routing - false
worst vdd ir - 0.131 mV
# rows - 30
die area - 7420 µm²
area leader, netlist - dfxtp_1
Clock transition at path regs - 0.09 ns
Worst EP arrival - 3.50 ns
die height - 86.2 µm
# hold bufs at CTS - 0
OpenROAD warnings - 28
Worst setup EP type - primary output
CP Data Required Time - 4.48 ns
final setup vio count - 0
Post-CTS Resized - 0
Netlist cell types - 60
Post-Syn Instances - 326
GRT overflow - 0
hpwl dp - 5870 µm
routed vias/inst - 5.41
worst hold path class - reg2reg
Mux cell area share - 1.41%
detailed-route via count - 2,677
Max Freq - 0.216 GHz
worst slew pin tran - 0.682 ns
flip-flops with a built-in enable - 9
asr flop ratio synth - 0%
top cell type's share of synthesized area - 32.5%
DRC - 0
Fin Clk Skew - 0.0136 ns
setup total negative slack - 0 ns
Fin. Hold Viols - 0
PortBufs - 75
Filler cells - 631
Top FF cell, synth - dfxtp_1
Late-Pin Clk Latency - 0.31 ns
placed instance count - 487
final cell count without fillers - 495
Num CTS Buffers - 5
Crit Path Class - in2out
FF+latch count, synth - 55
Seq share, synth - 42.0%
Ports - 76
## synth_stat cells (all sizes together) (2+ instances only)
master and instances:
nand2 54, dfxtp 46, a21oi 30, nor2 30, inv 15, a222oi 11, nand2b 11, edfxtp 9
nor3 8, clkbuf 7, a211oi 6, ha 6, nor2b 6, o21ai 6, and2 5, buf 5
nand4 5, nor3b 5, a21boi 4, and3 4, and4 4, mux2i 4, nand3 4, or3 4
a32oi 3, o211a 3, o211ai 3, or2 3, a21o 2, a32o 2, nand3b 2, o21ba 2
or4 2
## critical path: stages
cell and delay (ns):
clkdlybuf4s50_1 0.49, a222oi_1 0.45, and4_1 0.60, nor3_2 0.20, and3_1 0.24, clkdlybuf4s50_1 0.40
## where the power goes
part / internal [mW] / switching, mW
logic: 0.338 / 0.422
clock network: 0.102 / 0.126
registers: 0.489 / 0.0590
total: 0.929 / 0.607
## path summary, 6_finish.rpt
kind	start	endpoint	slack (ns)	depth (start not counted)
max reg2reg	alu_busy[0][0]	issued_fu_type[1]	2.45	8
max	valid_bits[1]	issue_onehot[3]	0.98	6
min	raw_dyn[9]	raw_dyn[9]	0.46	2
min reg2reg	raw_dyn[9]	raw_dyn[9]	0.46	2
## routing by layer
metal	track usage, %	part of all wire, %
met5	0	0
met3	3.42	5.8
met2	34.8	49
met4	3.03	1.6
met1	32.0	44
## final cells by class
class / instances / area [µm²] / area share, %
inverter: 15 / 56.3 / 1.50
clock buffer: 7 / 86.3 / 2.30
timing repair buffer: 77 / 766 / 20.4
sequential: 55 / 1190 / 31.7
tap: 96 / 120 / 3.19
clock inverter: 1 / 8.76 / 0.233
multi-input combinational: 244 / 1530 / 40.7
## logic make-up after synthesis
kind of cell | count (synthesis)
simple gates | 150
compound gates | 83
flops | 55
buf+inv | 27
fa+ha+maj | 6
mux | 4
xor+xnor | 1
## flip-flops by register name (all words and copies together), names as in the netlist
signal	cells
raw_init	1
issued_fu_type	2
raw_dyn	16
div_busy	4
mul_busy	4
fu_idx_mul	2
fu_idx_div	2
issued_mask	4
issued_instr	8
fu_idx_alu	2
issued_fu_index	1
retire_onehot	4
valid_out	1
alu_busy	4
## per-stage QoR
stage	hold slack [ns]	setup slack (ns)	util, %	instance area (µm²)
floorplan	0.434	2.29	-	2830
global placement	0.451	1.05	53.6	3660
detailed placement	0.452	1.00	53.6	3660
CTS	0.465	0.975	55.0	3760
global route	0.488	0.761	55.0	3760
finish	0.463	0.978	55.0	3760
## cells in the final DEF, fill, tap and decap left out, types with 4 or more instances in the layout
| cell | n |
|---|---|
| clkdlybuf4s50_1 | 75 |
| nand2_1 | 54 |
| dfxtp_1 | 46 |
| nor2_1 | 30 |
| a21oi_1 | 29 |
| inv_1 | 14 |
| nand2b_1 | 11 |
| a222oi_1 | 11 |
| edfxtp_1 | 9 |
| nor3_1 | 7 |
| o21ai_0 | 6 |
| a211oi_1 | 6 |
| nor2b_1 | 6 |
| ha_1 | 6 |
| clkbuf_8 | 6 |
| and2_1 | 5 |
| mux2i_1 | 4 |
| nand4_1 | 4 |
| and4_1 | 4 |
| a21boi_0 | 4 |
Power and IR drop assume default switching activity.
