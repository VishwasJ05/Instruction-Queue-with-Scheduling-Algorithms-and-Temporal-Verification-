### flow/run.sh
#!/bin/bash
# OpenROAD 26Q1-2900-gdf79404cd8, Yosys 0.63+post, stock flow scripts
make -C /OpenROAD-flow-scripts/flow DESIGN_CONFIG=/design/flow/config.mk WORK_HOME=/design/flow/orfs finish
### flow/config.mk
export PLATFORM = sky130hd
export DESIGN_NAME = instruction_queue_rs
export DESIGN_NICKNAME = instruction_queue_rs
export VERILOG_FILES = /design/flow/design.v
export SDC_FILE = /design/flow/constraint.sdc
export NUM_CORES = 4
export LEC_CHECK = 1
export CORE_AREA = 10 10 108 108
export DIE_AREA = 0 0 118 118
### flow/constraint.sdc
current_design instruction_queue_rs

set clk_period 4.4
set clk_io_pct 0.2

create_clock -name clk0 -period $clk_period [get_ports {clk}]

set non_clock_inputs [all_inputs -no_clocks]
set_input_delay [expr $clk_period * $clk_io_pct] -clock clk0 $non_clock_inputs
set_output_delay [expr $clk_period * $clk_io_pct] -clock clk0 [all_outputs]
### flow/design.v
`timescale 1ns/1ps
module instruction_queue_rs (
    input  clk,
    input  reset,               
    input        enqueue,
    input  [7:0] instr_in,
    input  [3:0] retire_onehot,
    output [31:0] instr_flat_out,   
    output [3:0]  valid_bits,
    output full,
    output empty
);
    reg [1:0] opcode [0:3];
    reg [1:0] src1   [0:3];
    reg [1:0] src2   [0:3];
    reg [1:0] dest   [0:3];
    reg       valid  [0:3];
    integer i;
    reg [2:0] count;         
    integer del_cnt;
    integer free_idx;
    always @(posedge clk) begin
        if (reset) begin
            count <= 0;
            for (i = 0; i < 4; i = i + 1) begin
                opcode[i] <= 2'b00;
                src1[i]   <= 2'b00;
                src2[i]   <= 2'b00;
                dest[i]   <= 2'b00;
                valid[i]  <= 1'b0;
            end
        end else begin
            del_cnt = retire_onehot[0] + retire_onehot[1] +
                      retire_onehot[2] + retire_onehot[3];
            for (i = 0; i < 4; i = i + 1) begin
                if (retire_onehot[i]) begin
                    valid[i] <= 1'b0;
                end
            end
            if (del_cnt != 0)
                count <= count - del_cnt;
            if (enqueue) begin
                free_idx = -1;
                for (i = 0; i < 4; i = i + 1) begin
                    if ((free_idx == -1) && (valid[i] == 1'b0)) begin
                        free_idx = i;
                    end
                end
                if (free_idx != -1) begin
                    opcode[free_idx] <= instr_in[7:6];
                    src1[free_idx]   <= instr_in[5:4];
                    src2[free_idx]   <= instr_in[3:2];
                    dest[free_idx]   <= instr_in[1:0];
                    valid[free_idx]  <= 1'b1;
                    count <= count + 1;
                end
            end
        end
    end
    assign valid_bits = { valid[3], valid[2], valid[1], valid[0] };
    assign instr_flat_out[7:0]   = { opcode[0], src1[0], src2[0], dest[0] };
    assign instr_flat_out[15:8]  = { opcode[1], src1[1], src2[1], dest[1] };
    assign instr_flat_out[23:16] = { opcode[2], src1[2], src2[2], dest[2] };
    assign instr_flat_out[31:24] = { opcode[3], src1[3], src2[3], dest[3] };
    assign full  = (count == 4);
    assign empty = (count == 0);
endmodule
==> results.sh <==
# implementation run metrics
export IMPL_synth_seq_cells=39
export IMPL_r2r_start="count[0]$_SDFF_PP0_"
export IMPL_edf_count=32
export IMPL_hold_start="count[0]$_SDFF_PP0_"
export IMPL_hold_path_class="flop to flop"
export IMPL_synth_seq_share=0.636
export IMPL_reg2reg_depth=8
export IMPL_yosys_area_mm2=0.00173
export IMPL_async_reset_ff_frac=0
export IMPL_grt_setup_unrepaired="false"
export IMPL_drt_total_wl_um=4110
export IMPL_layout_drive_gt1_share=0.0737
export IMPL_startpoint_type="primary input"
export IMPL_floorplan_core_util=0.187
export IMPL_core_mm2=0.00928
export IMPL_grt_antenna_before_repair=0
export IMPL_dpl_cell_count=311
export IMPL_slowest_delay_ns=0.52
export IMPL_yosys_warnings=1
export IMPL_clk_pin_slew_worst_paths_ns=0.08
export IMPL_yosys_cells=135
export IMPL_grt_pass1_vias=1153
export IMPL_hold_depth=2
export IMPL_r2r_slack_ns=2.70
export IMPL_vias=1132
export IMPL_fmax_mhz=302
export IMPL_yosys_cell_count_top_type="and2_1"
export IMPL_slowest_stage="fa_1"
export IMPL_dr_pass1_iters=4
export IMPL_portBuffers=52
export IMPL_fp_row_count=35
export IMPL_clockBufferDepth=2
export IMPL_via_per_inst=3.55
export IMPL_grt_ovfl_total=0
export IMPL_die_y_um=118
export IMPL_clock_root_buffer="clkbuf_8"
export IMPL_routedWlPerCell_um=12.9
export IMPL_cts_resized=0
export IMPL_crit_top_cell="inv_1"
export IMPL_dpl_hpwl_um=3270
export IMPL_avgSynthCellArea_um2=12.8
export IMPL_path_cells="clkdlybuf4s50_1, inv_1, fa_1, inv_1, ha_1, ha_1, inv_1, fa_1, nand2_1, o21ai_0, mux2i_1, mux2_1"
export IMPL_ff_type="edfxtp_1"
export IMPL_regArea_mm2=0.00110
export IMPL_hold_viol_final=0
export IMPL_tritoncts="done"
export IMPL_worstSetupEndpointType="flop"
export IMPL_relSlewSlack=0.663
export IMPL_synthTopCellsByCount="and2_1 (33), edfxtp_1 (32), inv_1 (11)"
export IMPL_diodes=0
export IMPL_required_ns=4.58
export IMPL_cp_max_fo=3
export IMPL_layout_area_comb_um2=556
export IMPL_holdBufCountCts=0
export IMPL_fin_cells=319
export IMPL_cp_arrival_ns=3.50
export IMPL_max_slew_worst_pin_slew_ns=0.504
export IMPL_whs_endpoint="count[0]$_SDFF_PP0_"
export IMPL_ioPinCount=53
export IMPL_ant_nets=0
export IMPL_synth_top_area_share=0.555
export IMPL_p_per_area_mw_per_mm2=348
export IMPL_cts_buffers=5
export IMPL_period_used=0.754
export IMPL_setup_violations=0
export IMPL_cts_setup_buffers=0
export IMPL_drv_slew=0
export IMPL_timing_rr_end="count[2]$_SDFF_PP0_"
export IMPL_syn_inst=135
export IMPL_fin_crit_ns=3.32
export IMPL_drtIter0Drc=23
export IMPL_tns_ns=0
export IMPL_yosysUniqueCellTypes=28
export IMPL_cts_sinks=39
export IMPL_syn_to_final_growth_pct=43.9
export IMPL_worstSkewPairLatency_ns=0.29
export IMPL_gp_congestion=0.790
export IMPL_fillerInstances=991
export IMPL_grtUsageTotal=0.0574
export IMPL_die_x_um=118
export IMPL_top_area_cell="edfxtp_1"
export IMPL_drcViolationCount=0
export IMPL_synth_area_mm2=0.00173
export IMPL_chipArea_mm2=0.0139
export IMPL_warnings=26
export IMPL_crit_type="primary input to flop"
export IMPL_peakVddDrop_uv=166
export IMPL_grt_max_degree=15
export IMPL_leakage_nw=0.949
export IMPL_grt_pass1_wl_um=6310
export IMPL_h_tree_depth=2
export IMPL_timing_max_cap_violations=0
export IMPL_clock_skew_ns=0.00441
export IMPL_total_power_uw=868
export IMPL_top_cells_by_area="edfxtp_1 (55%), and2_1 (12%), dfxtp_1 (8.1%)"
export IMPL_status="finished clean"
## state kept, by name (all words and copies together), names as in the netlist
register  cells
src1          8
valid         4
src2          8
opcode        8
count         3
dest          8
## cell type report
type,instances,area share
multi-input combinational,80,0.223
clock buffer,5,0.0276
sequential,39,0.442
tap,129,0.0648
timing repair buffer,52,0.209
clock inverter,3,0.0176
inverter,11,0.0166
## metrics by stage
stage,setup WS [ns],area [um^2],utilization,hold WS (ns)
after floorplan,1.32,1730,-,0.484
after global placement,0.761,2380,0.256,0.502
after detailed placement,0.757,2380,0.256,0.511
after CTS,1.08,2490,0.268,0.519
after global routing,0.871,2490,0.268,0.538
final,1.08,2490,0.268,0.517
## placed cells by master, fill, tap and decap left out, types with 5 or more instances in the layout
cell / instances
clkdlybuf4s50_1: 52
and2_1: 33
edfxtp_1: 32
inv_1: 11
nor2_1: 8
dfxtp_1: 7
ha_1: 5
clkbuf_8: 5
## critical path, delay by kind of cell
kind / cells / cell delay (ns)
adders and majority gates: 4 / 1.38
and+or+nand+nor: 1 / 0.06
buffers and inverters: 4 / 0.63
AOI/OAI and AO/OA: 1 / 0.07
muxes: 2 / 0.47
## worst max path at each step
stage	depth (start not counted)	endpoint	from
finish	12	count[2]$_SDFF_PP0_	retire_onehot[0]
CTS	12	count[2]$_SDFF_PP0_	retire_onehot[0]
global route	12	count[2]$_SDFF_PP0_	retire_onehot[0]
## cell families (layout without fill, tap and decap cells)
logic type / after synthesis / in the layout / synth area share
adder cells (fa/ha/maj): 7 / 7 / 0.0592
flip-flops: 39 / 39 / 0.636
buffers and inverters: 16 / 71 / 0.0434
multiplexers: 3 / 3 / 0.0181
AND/OR/NAND/NOR: 61 / 61 / 0.211
AND-OR/OR-AND: 9 / 9 / 0.0325
## report_power, final
part	total (mW)	internal [mW]	leakage, nW	switching (mW)
clock network	0.302	0.169	0.0581	0.133
registers	0.436	0.424	0.395	0.0126
logic	0.129	0.0782	0.496	0.0508
total	0.868	0.671	0.949	0.197
## routing by layer
| layer | share of wire | routed length [um] | global-route usage | up-vias |
|---|---|---|---|---|
| met4 | 0.0097 | 40 | 0.00696 | 0 |
| met1 | 0.45 | 1870 | 0.0734 | 519 |
| met5 | 0 | 0 | 0 | - |
| met2 | 0.45 | 1860 | 0.0927 | 44 |
| met3 | 0.084 | 346 | 0.0228 | 5 |
| li1 | - | - | - | 564 |
Power figures rest on the tool's default switching activity, not on a simulated workload.
